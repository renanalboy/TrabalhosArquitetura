--- /design/flow/design.v ---
module dmem(input  logic        clk, we,
            input  logic [31:0] a, wd,
            output logic [31:0] rd);
  logic [31:0] RAM[63:0];
  assign rd = RAM[a[31:2]];  
  always @(posedge clk)
    if (we)
      RAM[a[31:2]] <= wd;
endmodule
module imem(input  logic [5:0]  a,
            output logic [31:0] rd);
  logic [31:0] RAM[63:0];
  initial
    begin
      $readmemh("memfile.dat",RAM);  
    end
  assign rd = RAM[a];  
endmodule
--- /design/flow/memfile.dat ---
34020005
2003000c
2067fff7
00e22025
00642824
00a42820
10a7000a
0064202a
03e00008
14800001
20050000
00e2202a
00853820
00e23822
ac670044
8c020050
08000011
20020001
06000011
ac020054
--- /design/flow/run.sh ---
#!/bin/bash
# OpenROAD 26Q1-2900-gdf79404cd8, Yosys 0.63+post, stock flow scripts
make -C /OpenROAD-flow-scripts/flow DESIGN_CONFIG=/design/flow/config.mk WORK_HOME=/design/flow/orfs finish
--- /design/flow/config.mk ---
export PLATFORM = sky130hd
export DESIGN_NAME = dmem
export DESIGN_NICKNAME = dmem
export VERILOG_FILES = /design/flow/design.v
export SDC_FILE = /design/flow/constraint.sdc
export NUM_CORES = 4
export LEC_CHECK = 1
export CORE_UTILIZATION = 50
--- /design/flow/constraint.sdc ---
current_design dmem

set clk_period 40.2
set clk_io_pct 0.2

create_clock -name clk0 -period $clk_period [get_ports {clk}]

set non_clock_inputs [all_inputs -no_clocks]
set_input_delay [expr $clk_period * $clk_io_pct] -clock clk0 $non_clock_inputs
set_output_delay [expr $clk_period * $clk_io_pct] -clock clk0 [all_outputs]
==> impl_metrics.env <==
# implementation run metrics
export IMPL_synth_most_common_cell="edfxtp_1"
export IMPL_ios=98
export IMPL_std_cell_rows=144
export IMPL_max_freq_mhz=46.24
export IMPL_largest_register_ffs=2048
export IMPL_rsz0062_at_grt="no"
export IMPL_internal_power_mw=3.474
export IMPL_hold_start="wd[6]"
export IMPL_dr_total_vias=41920
export IMPL_critical_path_class="in2out"
export IMPL_power_leakage_nw=28.39
export IMPL_final_cell_area_um2=88660
export IMPL_drt_pre_antenna_iters=7
export IMPL_ys_async_sr_fraction_pct=0
export IMPL_cts_tree="done"
export IMPL_cts_setup_buffers=0
export IMPL_pre_cts_ws_ns=18.71
export IMPL_clockPowerShare_pct=41.1
export IMPL_comb_power_share_pct=5.6
export IMPL_yosysUniqueCellTypes=55
export IMPL_status="finished clean"
export IMPL_cp_max_fo=52
export IMPL_power_density_nw_per_um2=50.12
export IMPL_grt_pass1_vias=43650
export IMPL_layout_drive_gt1_share_pct=18.39
export IMPL_die_area_um2=158200
export IMPL_drc_errors=0
export IMPL_area_leaders="edfxtp_1 79%, mux2i_1 3.3%, mux4_2 2.8%"
export IMPL_final_cells=6593
export IMPL_syn_inst=4207
export IMPL_ys_cells=4207
export IMPL_hold_buffers=0
export IMPL_drt_iter0_drc=2706
export IMPL_syn_mean_instance_area_um2=18.61
export IMPL_ys_seq_share_pct=78.56
export IMPL_worstHoldPathCells=1
export IMPL_dp_cells=6216
export IMPL_synth_edff_count=2048
export IMPL_cp_end_kind="output port"
export IMPL_yosys_warnings=1
export IMPL_critPathArrivalTime_ns=13.59
export IMPL_seq_area_um2=61500
export IMPL_drt_wl_total_um=218300
export IMPL_fin_crit_sh_pct=53.80
export IMPL_hold_path_end="RAM[49][6]$_DFFE_PP_"
export IMPL_post_cts_resized=0
export IMPL_setup_violations=0
export IMPL_drtAntennaViolNets=0
export IMPL_cts_reportedPaths_clkPinSlew_ns=0.06
export IMPL_path_cells="buf_8 > buf_4 > buf_4 > buf_4 > nand2b_4 > nor2_2 > buf_4 > a22oi_1 > a31oi_1 > a2111oi_0 > buf_4 > nand3_1 > clkdlybuf4s50_1"
export IMPL_crit_required_ns=32.16
export IMPL_ys_area_um2=78290
export IMPL_period_minus_slack_ns=21.63
export IMPL_drt_met1_wl_um=71020
export IMPL_wl_met3_um=39880
export IMPL_cts_made_buffers=203
export IMPL_ys_flops=2048
export IMPL_relSlewSlack_pct=28.01
export IMPL_cts_buffer_depth=3
export IMPL_viasPerCell=6.358
export IMPL_grt_pass1_wl_um=310300
export IMPL_yosys_top_cells_count="2048 x edfxtp_1, 259 x mux2i_1, 188 x a22oi_1"
export IMPL_fill_cells=11230
export IMPL_cts_root_buf="clkbuf_16"
export IMPL_grt_antenna_before_repair=20
export IMPL_grt_use_total_pct=31.41
export IMPL_logic_area_um2=16100
export IMPL_yosys_area_top_type="edfxtp_1"
export IMPL_coreArea_um2=154800
export IMPL_grt_start_max_net_pins=87
export IMPL_place_area_um2=82200
export IMPL_tightest_slew_ns=1.077
export IMPL_max_stage_delay_ns=0.62
export IMPL_grt_overflow_total=0
export IMPL_die_w_um=397.7
export IMPL_dpl_hpwl_um=122900
export IMPL_cp_slowest_cell="clkdlybuf4s50_1"
export IMPL_cts_sinks=2048
export IMPL_peakVddDrop_v=0.00004364
export IMPL_hold_viol=0
export IMPL_p_seq_share_pct=53.3
export IMPL_fp_util_pct=50.58
export IMPL_met2WireLength_um=98410
export IMPL_io_buffers=71
export IMPL_flop_cell="edfxtp_1"
export IMPL_warning_count=52
export IMPL_syn_area_um2=78290
export IMPL_cpMostUsedCell="buf_4"
export IMPL_swShare_pct=21.82
export IMPL_chipHeight_um=397.7
export IMPL_cp_startpoint="a[2]"
export IMPL_start_kind="primary input"
export IMPL_p_sw_uw=969.5
export IMPL_timing_setup_tns_ns=0
export IMPL_gp_congestion=0.9401
export IMPL_hold_class="in2reg"
export IMPL_drv_cap=0
export IMPL_wl_per_cell_um=33.10
export IMPL_synth_largest_type_area_fraction_pct=78.56
export IMPL_htree_num_levels=4
export IMPL_highest_layer="met5"
export IMPL_area_growth_pct=13.25
export IMPL_report_final_slew_viol_count=0
export IMPL_p_total_mw=4.444
export IMPL_setup_ws_ns=18.57
[layer usage]
| metal | track usage, % | vias to the layer above |
|---|---|---|
| li1 | - | 17910 |
| met1 | 41.42 | 20900 |
| met2 | 42.80 | 2650 |
| met3 | 24.48 | 423 |
| met4 | 9.306 | 34 |
| met5 | 1.120 | - |
[worst max-delay path by stage]
stage | end | slack [ns] | cells after the start
after CTS | rd[20] | 18.66 | 13
after global routing | rd[20] | 18.33 | 13
final | rd[28] | 18.57 | 13
[final cells by class]
cell class                      instances  share of cell area [%]
Tap cell                             2044                   2.885
Clock inverter                        120                   1.240
Sequential cell                      2048                   69.36
Timing Repair Buffer                  263                   2.292
Multi-Input combinational cell       1859                   18.15
Clock buffer                          253                   6.037
Antenna cell                            4                 0.01129
Inverter                                2                 0.01693
[cell usage in the layout (no fill, tap or decap), drive strengths merged, types with 66 or more instances in the layout]
cell type / instances
a21oi: 121
o22ai: 93
mux4: 96
a22oi: 188
clkbuf: 253
clkinv: 103
mux2i: 259
mux2: 147
buf: 227
edfxtp: 2048
o21ai: 85
a221oi: 175
o22a: 70
and3: 85
a22o: 66
nor2: 145
[power by group through the flow]
stage | clock network (mW) | registers (mW) | logic (mW)
after CTS | 1.85 | 2.37 | 0.250
final | 1.83 | 2.37 | 0.251
after global routing | 1.93 | 2.37 | 0.268
[cells by family after synthesis]
| logic type | count (synthesis) | share of synthesized area [%] |
|---|---|---|
| DFF | 2048 | 78.56 |
| buffers and inverters | 300 | 1.696 |
| muxes | 502 | 8.188 |
| AOI/OAI and AO/OA | 933 | 8.733 |
| and+or+nand+nor | 424 | 2.829 |
[metrics by stage]
stage | utilization [%] | hold WS, ns
3_3_place_gp | 53.11 | 8.293
3_5_place_dp | 53.11 | 8.293
2_1_floorplan | - | 8.139
4_1_cts | 57.28 | 7.399
5_1_grt | 57.28 | 7.414
6_report | 57.29 | 7.451
[critical path, delay by kind of cell]
kind / cells / cell delay, ns
and+or+nand+nor: 3 / 1.18
AOI/OAI and AO/OA: 3 / 0.87
buffers and inverters: 7 / 3.37
